File: flow/config.mk
export PLATFORM = sky130hd
export DESIGN_NAME = ps2_mouse
export DESIGN_NICKNAME = ps2_mouse
export VERILOG_FILES = /design/flow/design.v
export SDC_FILE = /design/flow/constraint.sdc
export NUM_CORES = 4
export LEC_CHECK = 1
export CORE_UTILIZATION = 30
File: flow/constraint.sdc
current_design ps2_mouse

set clk_period 3.6
set clk_io_pct 0.2

create_clock -name clk0 -period $clk_period [get_ports {clk}]

set non_clock_inputs [all_inputs -no_clocks]
set_input_delay [expr $clk_period * $clk_io_pct] -clock clk0 $non_clock_inputs
set_output_delay [expr $clk_period * $clk_io_pct] -clock clk0 [all_outputs]
File: flow/design.v
// synopsys translate_off
`resetall
`timescale 1ns/1ps
// synopsys translate_on
module ps2_mouse (
  clk,
  reset,
  ps2_clk_en_o_,
  ps2_data_en_o_,
  ps2_clk_i,
  ps2_data_i,
  rx_scan_code,
  rx_data_ready,        
  rx_read,              
  tx_data,
  tx_write,
  tx_write_ack_o,
  tx_error_no_ack,
  divide_reg_i
  );
parameter TIMER_60USEC_VALUE_PP = 2950;  
parameter TIMER_60USEC_BITS_PP  = 12;    
parameter TIMER_5USEC_VALUE_PP = 186;    
parameter TIMER_5USEC_BITS_PP  = 8;      
parameter m1_rx_clk_h = 1;
parameter m1_rx_clk_l = 0;
parameter m1_rx_falling_edge_marker = 13;
parameter m1_rx_rising_edge_marker = 14;
parameter m1_tx_force_clk_l = 3;
parameter m1_tx_first_wait_clk_h = 10;
parameter m1_tx_first_wait_clk_l = 11;
parameter m1_tx_reset_timer = 12;
parameter m1_tx_wait_clk_h = 2;
parameter m1_tx_clk_h = 4;
parameter m1_tx_clk_l = 5;
parameter m1_tx_wait_ack = 6;
parameter m1_tx_done_recovery = 7;
parameter m1_tx_error_no_ack = 8;
parameter m1_tx_rising_edge_marker = 9;
parameter m2_rx_data_ready = 1;
parameter m2_rx_data_ready_ack = 0;
input clk;
input reset;
output ps2_clk_en_o_ ;
output ps2_data_en_o_ ;
input  ps2_clk_i ;
input  ps2_data_i ;
output [7:0] rx_scan_code;
output rx_data_ready;
input rx_read;
input [7:0] tx_data;
input tx_write;
output tx_write_ack_o;
output tx_error_no_ack;
input [15:0] divide_reg_i;
reg rx_released;
reg [7:0] rx_scan_code;
reg rx_data_ready;
reg tx_error_no_ack;
wire timer_60usec_done;
wire timer_5usec_done;
reg timer_done ;
reg timer_5usec ;
wire rx_output_event;     
wire rx_output_strobe;    
wire tx_parity_bit;
wire rx_shifting_done;
wire tx_shifting_done;
reg [11-1:0] q;
reg [3:0] m1_state;
reg [3:0] m1_next_state;
reg m2_state;
reg m2_next_state;
reg [3:0] bit_count;
reg enable_timer_60usec;
reg enable_timer_5usec;
reg [TIMER_60USEC_BITS_PP-1:0] timer_60usec_count;
reg [TIMER_5USEC_BITS_PP-1:0] timer_5usec_count;
reg ps2_clk_s;         
reg ps2_data_s;        
reg ps2_clk_hi_z;      
reg ps2_data_hi_z;     
reg ps2_clk_ms;
reg ps2_data_ms;
assign ps2_clk_en_o_  = ps2_clk_hi_z  ;
assign ps2_data_en_o_ = ps2_data_hi_z ;
always @(posedge clk)
begin
  ps2_clk_ms <= #1 ps2_clk_i;
  ps2_data_ms <= #1 ps2_data_i;
  ps2_clk_s <= #1 ps2_clk_ms;
  ps2_data_s <= #1 ps2_data_ms;
end
always @(posedge clk)
begin : m1_state_register
  if (reset) m1_state <= #1 m1_rx_clk_h;
  else m1_state <= #1 m1_next_state;
end
always @(m1_state
         or q
         or tx_shifting_done
         or tx_write
         or ps2_clk_s
         or ps2_data_s
         or timer_60usec_done
         or timer_5usec_done
         )
begin : m1_state_logic
  ps2_clk_hi_z <= #1 1;
  ps2_data_hi_z <= #1 1;
  tx_error_no_ack <= #1 0;
  enable_timer_60usec <= #1 0;
  enable_timer_5usec <= #1 0;
  case (m1_state)
    m1_rx_clk_h :
      begin
        enable_timer_60usec <= #1 1;
        if (tx_write) m1_next_state <= #1 m1_tx_reset_timer;
        else if (~ps2_clk_s) m1_next_state <= #1 m1_rx_falling_edge_marker;
        else m1_next_state <= #1 m1_rx_clk_h;
      end
    m1_rx_falling_edge_marker :
      begin
        enable_timer_60usec <= #1 0;
        m1_next_state <= #1 m1_rx_clk_l;
      end
    m1_rx_rising_edge_marker :
      begin
        enable_timer_60usec <= #1 0;
        m1_next_state <= #1 m1_rx_clk_h;
      end
    m1_rx_clk_l :
      begin
        enable_timer_60usec <= #1 1;
        if (tx_write) m1_next_state <= #1 m1_tx_reset_timer;
        else if (ps2_clk_s) m1_next_state <= #1 m1_rx_rising_edge_marker;
        else m1_next_state <= #1 m1_rx_clk_l;
      end
    m1_tx_reset_timer:
      begin
        enable_timer_60usec <= #1 0;
        m1_next_state <= #1 m1_tx_force_clk_l;
      end
    m1_tx_force_clk_l :
      begin
        enable_timer_60usec <= #1 1;
        ps2_clk_hi_z <= #1 0;   
        if (timer_60usec_done) m1_next_state <= #1 m1_tx_first_wait_clk_h;
        else m1_next_state <= #1 m1_tx_force_clk_l;
      end
    m1_tx_first_wait_clk_h :
      begin
        enable_timer_5usec <= #1 1;
        ps2_data_hi_z <= #1 0;         
        if (~ps2_clk_s && timer_5usec_done)
          m1_next_state <= #1 m1_tx_clk_l;
        else
          m1_next_state <= #1 m1_tx_first_wait_clk_h;
      end
    m1_tx_first_wait_clk_l :
      begin
        ps2_data_hi_z <= #1 0;
        if (~ps2_clk_s) m1_next_state <= #1 m1_tx_clk_l;
        else m1_next_state <= #1 m1_tx_first_wait_clk_l;
      end
    m1_tx_wait_clk_h :
      begin
        enable_timer_5usec <= #1 1;
        ps2_data_hi_z <= #1 q[0];
        if (ps2_clk_s && timer_5usec_done)
          m1_next_state <= #1 m1_tx_rising_edge_marker;
        else
          m1_next_state <= #1 m1_tx_wait_clk_h;
      end
    m1_tx_rising_edge_marker :
      begin
        ps2_data_hi_z <= #1 q[0];
        m1_next_state <= #1 m1_tx_clk_h;
      end
    m1_tx_clk_h :
      begin
        ps2_data_hi_z <= #1 q[0];
        if (tx_shifting_done) m1_next_state <= #1 m1_tx_wait_ack;
        else if (~ps2_clk_s) m1_next_state <= #1 m1_tx_clk_l;
        else m1_next_state <= #1 m1_tx_clk_h;
      end
    m1_tx_clk_l :
      begin
        ps2_data_hi_z <= #1 q[0];
        if (ps2_clk_s) m1_next_state <= #1 m1_tx_wait_clk_h;
        else m1_next_state <= #1 m1_tx_clk_l;
      end
    m1_tx_wait_ack :
      begin
        if (~ps2_clk_s && ps2_data_s)
          m1_next_state <= #1 m1_tx_error_no_ack;
        else if (~ps2_clk_s && ~ps2_data_s)
          m1_next_state <= #1 m1_tx_done_recovery;
        else m1_next_state <= #1 m1_tx_wait_ack;
      end
    m1_tx_done_recovery :
      begin
        if (ps2_clk_s && ps2_data_s) m1_next_state <= #1 m1_rx_clk_h;
        else m1_next_state <= #1 m1_tx_done_recovery;
      end
    m1_tx_error_no_ack :
      begin
        tx_error_no_ack <= #1 1;
        if (ps2_clk_s && ps2_data_s) m1_next_state <= #1 m1_rx_clk_h;
        else m1_next_state <= #1 m1_tx_error_no_ack;
      end
    default : m1_next_state <= #1 m1_rx_clk_h;
  endcase
end
always @(posedge clk)
begin : m2_state_register
  if (reset) m2_state <= #1 m2_rx_data_ready_ack;
  else m2_state <= #1 m2_next_state;
end
always @(m2_state or rx_output_strobe or rx_read)
begin : m2_state_logic
  case (m2_state)
    m2_rx_data_ready_ack:
          begin
            rx_data_ready <= #1 1'b0;
            if (rx_output_strobe) m2_next_state <= #1 m2_rx_data_ready;
            else m2_next_state <= #1 m2_rx_data_ready_ack;
          end
    m2_rx_data_ready:
          begin
            rx_data_ready <= #1 1'b1;
            if (rx_read) m2_next_state <= #1 m2_rx_data_ready_ack;
            else m2_next_state <= #1 m2_rx_data_ready;
          end
    default : m2_next_state <= #1 m2_rx_data_ready_ack;
  endcase
end
always @(posedge clk)
begin
  if (   reset
      || rx_shifting_done
      || (m1_state == m1_tx_wait_ack)         
      ) bit_count <= #1 0;   
  else if (timer_60usec_done
           && (m1_state == m1_rx_clk_h)
           && (ps2_clk_s)
      ) bit_count <= #1 0;   
  else if ( (m1_state == m1_rx_falling_edge_marker)    
           ||(m1_state == m1_tx_rising_edge_marker)    
           )
    bit_count <= #1 bit_count + 1;
end
assign rx_shifting_done = (bit_count == 11);
assign tx_shifting_done = (bit_count == 11-1);
assign tx_write_ack_o = (  (tx_write && (m1_state == m1_rx_clk_h))
                         ||(tx_write && (m1_state == m1_rx_clk_l))
                         );
assign tx_parity_bit = ~^tx_data;
always @(posedge clk)
begin
  if (reset) q <= #1 0;
  else if (tx_write_ack_o) q <= #1 {1'b1,tx_parity_bit,tx_data,1'b0};
  else if ( (m1_state == m1_rx_falling_edge_marker)
           ||(m1_state == m1_tx_rising_edge_marker) )
    q <= #1 {ps2_data_s,q[11-1:1]};
end
always @(posedge clk)
begin
  if (~enable_timer_60usec) timer_60usec_count <= #1 0;
  else if ( timer_done && !timer_60usec_done)
         timer_60usec_count<= #1 timer_60usec_count +1;
  end
assign timer_60usec_done = (timer_60usec_count == (TIMER_60USEC_VALUE_PP ));
always @(posedge clk or posedge reset)
if (reset) timer_5usec <= #1 1;
else if (!enable_timer_60usec) timer_5usec <= #1 1;
else if (timer_5usec == divide_reg_i)
 begin
   timer_5usec <= #1 1;
   timer_done  <= #1 1;
  end
else
  begin
    timer_5usec<= #1 timer_5usec +1;
    timer_done  <= #1 0;
 end
always @(posedge clk)
begin
  if (~enable_timer_5usec) timer_5usec_count <= #1 0;
  else if (~timer_5usec_done) timer_5usec_count <= #1 timer_5usec_count + 1;
end
assign timer_5usec_done = (timer_5usec_count == divide_reg_i - 1);
always @(posedge clk)
begin
  if (reset)
  begin
    rx_scan_code <= #1 0;
  end
  else if (rx_output_strobe)
  begin
    rx_scan_code <= #1 q[8:1];
  end
end
assign rx_output_event  = rx_shifting_done ;
assign rx_output_strobe = rx_shifting_done ;
endmodule
File: flow/run.sh
#!/bin/bash
# OpenROAD 26Q1-2900-gdf79404cd8, Yosys 0.63+post, stock flow scripts
make -C /OpenROAD-flow-scripts/flow DESIGN_CONFIG=/design/flow/config.mk WORK_HOME=/design/flow/orfs finish
==> metrics.cfg <==
[run_status]
status=finished, final reports clean

[job]
maxCapViolCount=0
tool_warnings=27

[power]
power_density_nw_per_um2=383
peakVddDrop_v=0.000185
cellLeakagePower_nw=1.32

[timing]
max-slew-margin-rel_pct=48.6
max_freq_ghz=0.328
fin_crit_ns=3.05
setup_viol=0
tightest_slew_ns=0.770
finClkSkew_ns=0.00638
tns_ns=0
slew_viol_final=0
hold_viol_final=0
fin_crit_sh_pct=84.8
rsz0062_at_grt=no

[routing]
drtIter0Drc=107
drc_errors=0
ant_nets=0
n_antenna_cell=0
drt-pass1-iter-count=4
finalWirelength_mm=6.30
via_per_inst=4.84
route.detailed.wl_per_inst_um=11.8
via_count=2582

[clocking]
clk_transition_reported_paths_ns=0.07
cts-root-buf=clkbuf_8
post_cts_resized=0
insertion_delay_ns=0.34
cts_hold_buf=0
clock_path_buffers=2
cts_sinks=65
cts_tree=yes
numCtsBuffers=9
post_cts_buffers=0
htreeDepth=3

[synth]
synthTopCellsByArea=dfxtp_1 (41%), nor2_1 (6.0%), nand2_1 (5.4%), xnor2_1 (5.2%), xor2_1 (4.6%)
syn_avg_cell_area_um2=8.62
ys.flop_type=dfxtp_1
ys_ff=65
edf_count=1
ys_area_um2=3060
ys_cells=355
syn-cell-area_um2=3060
ys_seq_share_pct=43.1
synth_warnings=2
yosysTopAreaCellShare_pct=41.2
synth_cell_type_count=51
postSynth.asyncResetShare_pct=1.54
synthCells=355
yosysTopAreaCell=dfxtp_1

[grt]
grt_pass1_vias=2351
track_usage_pct=12.9
grt_pass1_wl_mm=10.8
antenna_found_initial=0
grt-ovfl-total=0
grt_start_max_net_pins=26

[floorplan]
core_area_um2=9820
pin_count=43
dieArea_um2=10600
rows=36
die_h_um=103
fp_util_pct=31.2
fp.dieW_um=103

[setup_path]
cp-end-kind=register
crit_fanout=14
critPathRequiredTime_ns=3.81
setup.worst_path.end=timer_5usec_count[1]$_SDFFE_PN0P_
start_kind=primary input
crit_start=divide_reg_i[2]
crit_type=in -> reg
r2r-end=timer_5usec_count[1]$_SDFFE_PN0P_
r2r_start=timer_5usec_count[3]$_SDFFE_PN0P_
r2r_cells=7
regToRegSetupSlack_ns=1.48
cp_data_arrival_time_ns=3.26

[placed_design]
port_buffers=42
dp_hpwl_mm=4.54
gp_congestion=0.820

[cells_and_area]
fillers=1006
fin_util_pct=38.3
comb_area_um2=1640
areaGrowthSynthToFinish_pct=23.0
regArea_um2=1320
drive_above_1_share_pct=7.50

[min_path]
hp-class=reg -> reg

[metrics by stage]
| step | hold slack, ns | worst slack, ns | cells | total power [mW] | area (µm²) |
|---|---|---|---|---|---|
| after floorplan | 0.310 | 0.868 | 355 | 0.869 | 3060 |
| after global placement | 0.314 | 0.273 | 518 | 0.933 | 3600 |
| after detailed placement | 0.313 | 0.248 | 518 | 0.934 | 3600 |
| after CTS | 0.328 | 0.596 | 533 | 1.46 | 3760 |
| after global routing | 0.348 | 0.360 | 533 | 1.52 | 3760 |
| final | 0.328 | 0.549 | 533 | 1.44 | 3760 |
[sequential cells by signal (all words and copies together) (netlist names)]
register and count:
bit_count 4, m1_state 15, m2_state 1, ps2_clk_ms 1, ps2_clk_s 1, ps2_data_ms 1, ps2_data_s 1, q 11
rx_scan_code 8, timer_5usec 1, timer_5usec_count 8, timer_60usec_count 12, timer_done 1
[worst min path at each step]
stage,depth (start not counted),slack [ns],end,from
final,0,0.33,ps2_clk_s$_DFF_P_,ps2_clk_ms$_DFF_P_
after global routing,0,0.35,ps2_data_s$_DFF_P_,ps2_data_ms$_DFF_P_
after CTS,0,0.33,ps2_clk_s$_DFF_P_,ps2_clk_ms$_DFF_P_
[worst max-delay path: stages]
cell and delay, ns:
clkdlybuf4s50_1 0.55, nor4_2 0.56, nand2_1 0.13, xor2_1 0.17, a221o_1 0.38, nor3_4 0.46
mux2i_1 0.24, nor2_1 0.05
[cell usage after synthesis (3+ instances only)]
master / n
nand4_1: 5
nor4_1: 4
a311oi_1: 10
nand2_1: 44
inv_1: 8
nor3_1: 8
o211ai_1: 3
and3_1: 5
nor2_1: 49
clkbuf_1: 14
xnor2_1: 18
xor2_1: 16
or3_1: 6
dfxtp_1: 63
a21oi_1: 22
mux2i_1: 4
ha_1: 6
and4_1: 3
nand3_1: 14
or2_2: 5
o21ai_0: 7
[report_power, final]
group / internal [mW] / switching (mW) / total, mW
sequential: 0.746 / 0.0219 / 0.768
combinational: 0.0778 / 0.0727 / 0.150
clock: 0.263 / 0.261 / 0.524
[layout by cell type (no fill, tap or decap), drive strengths merged, types with 2 or more instances in the layout]
cell type / synthesis / routed
clkbuf: 14 / 12
o31ai: 2 / 2
nand2b: 2 / 2
o211ai: 3 / 3
nand4: 5 / 5
nand3: 14 / 14
xnor2: 18 / 18
a311oi: 10 / 10
or3: 6 / 6
nand2: 44 / 44
o21ai: 9 / 9
a21oi: 22 / 22
a211oi: 2 / 2
or2: 5 / 5
ha: 6 / 6
clkinv: 0 / 2
or4: 3 / 3
xor2: 16 / 16
and2: 2 / 2
a31oi: 2 / 2
dfxtp: 63 / 63
and4: 3 / 3
nor4: 5 / 5
nor2: 49 / 49
nor3: 9 / 9
clkdlybuf4s50: 0 / 42
nand3b: 2 / 2
and3: 5 / 5
nor4b: 2 / 2
mux2i: 4 / 4
nor3b: 2 / 2
buf: 2 / 4
inv: 8 / 9
nor4bb: 2 / 2
[kinds of logic (layout without fill, tap and decap cells)]
kind of cell,count (synthesis),count (layout),share of synthesized area (%)
simple gates,163,163,26.6
flops,65,65,43.1
compound gates,58,58,13.0
xor+xnor,34,34,9.73
buf+inv,24,69,3.44
fa+ha+maj,6,6,2.45
mux,5,5,1.68
[final cells by class]
class                      instances  share of cell area (%)
clock buffer                      12                    3.86
tap                              133                    4.42
inverter                           8                   0.798
clock inverter                     3                   0.432
sequential                        65                    35.0
timing repair buffer              46                    12.0
multi-input combinational        266                    43.5
[per-layer routing]
layer	routed length, µm	up-vias	global-route usage [%]
met4	131	0	2.93
met3	211	14	2.76
met2	2780	37	19.5
li1	-	1325	-
met1	3180	1206	19.3
met5	0	-	0
Power is estimated from default activity; no workload was simulated.
